===== design/flow/design.v =====
`timescale 1ns/1ps
module bit5_encode (
	input			clk     ,
	input			rst_n   ,
	input [4:0]		code    ,
	output[2:0]		op		
);
reg[2:0]		outdata;
always@(posedge clk,negedge rst_n)
	if(~rst_n)	outdata		<= 3'd0;
	else
		casex(code)
		5'bxxxx1:	outdata	<= 3'd0;
        5'bxxx10:	outdata	<= 3'd1;
        5'bxx100:	outdata	<= 3'd2;
        5'bx1000:	outdata	<= 3'd3;
        5'b10000:	outdata	<= 3'd4;
		default:	outdata	<= 3'd0;
		endcase
assign	op	= outdata;
endmodule

===== design/flow/run.sh =====
#!/bin/bash
# OpenROAD 26Q1-2900-gdf79404cd8, Yosys 0.63+post, stock flow scripts
make -C /OpenROAD-flow-scripts/flow DESIGN_CONFIG=/design/flow/config.mk WORK_HOME=/design/flow/orfs finish

===== design/flow/config.mk =====
export PLATFORM = sky130hd
export DESIGN_NAME = bit5_encode
export DESIGN_NICKNAME = bit5_encode
export VERILOG_FILES = /design/flow/design.v
export SDC_FILE = /design/flow/constraint.sdc
export NUM_CORES = 4
export LEC_CHECK = 1
export CORE_AREA = 10 10 70 70
export DIE_AREA = 0 0 80 80

===== design/flow/constraint.sdc =====
current_design bit5_encode

set clk_period 1.0
set clk_io_pct 0.2

create_clock -name clk0 -period $clk_period [get_ports {clk}]

set non_clock_inputs [all_inputs -no_clocks]
set_input_delay [expr $clk_period * $clk_io_pct] -clock clk0 $non_clock_inputs
set_output_delay [expr $clk_period * $clk_io_pct] -clock clk0 [all_outputs]

==> results.json <==
{
  "p_sw_uw": 76.2,
  "fin_crit_ns": 0.884,
  "grt-busiest-layer": "met3",
  "post_synthesis_cell_count": 10,
  "initial_core_util_pct": 3.30,
  "synth_seq_share_pct": 66.7,
  "swShare_pct": 19.9,
  "power.share.sequential_pct": 33.6,
  "io_buffers": 9,
  "share_comb_of_total_power_pct": 11.6,
  "antenna-diode-count": 0,
  "globalRouteTotalUtil_pct": 1.64,
  "timing.critical_path.fanout_max": 1,
  "wire_length_of_the_first_global_routing_pass_microns": 696,
  "design.die.area_sq_mm": 0.00640,
  "worst_path_max_delay_cell": "sky130_fd_sc_hd__dfrtp_1",
  "first_global_vias": 129,
  "critical_path_required_ns": 0.80,
  "tritoncts": "built",
  "grt-ovfl-total": 0,
  "power_frac_clock_pct": 54.8,
  "placedCellCount": 66,
  "clkSlewWorstSetupHoldPaths_ns": 0.04,
  "syn_to_final_growth_pct": 148,
  "area_of_the_core_sq_mm": 0.00342,
  "largest_reg_flops": 3,
  "grt_max_degree": 4,
  "route.detailed.wl_per_inst_microns": 6.46,
  "htree_levels": 1,
  "worst_case_headroom_to_the_max_slew_limit_pct": 89.0,
  "crit_arrival_ns": 0.68,
  "ys_cells": 10,
  "timing_worst_slew_pin_value_ns": 0.163,
  "postLayoutSetupSlackWorst_ns": 0.116,
  "power_density_mw_per_mm2": 1380,
  "die_span_in_x_microns": 80,
  "syn-cell-area_sq_um": 113,
  "top_cells_area": "sky130_fd_sc_hd__dfrtp_1 (67%), sky130_fd_sc_hd__a21oi_2 (7.8%), sky130_fd_sc_hd__nor2_1 (6.7%)",
  "power_report.internal_total_uw": 308,
  "clk_root_buffer_cell": "sky130_fd_sc_hd__clkbuf_4",
  "ys.warnings.count": 1,
  "crit_type": "reg2out",
  "post_layout_nonfiller_instances": 70,
  "crit_path_end_kind": "output port",
  "slowest_delay_ns": 0.36,
  "cp_num_buf_inv": 1,
  "mostFrequentLayoutCell": "sky130_fd_sc_hd__clkdlybuf4s50_1",
  "mostFrequentLayoutCells": "sky130_fd_sc_hd__clkdlybuf4s50_1 (6), sky130_fd_sc_hd__clkbuf_4 (3), sky130_fd_sc_hd__dfrtp_1 (3), sky130_fd_sc_hd__clkbuf_2 (3), sky130_fd_sc_hd__nor2_1 (2)",
  "maxClockFrequency_ghz": 1.13,
  "clock_sink_count": 3,
  "global_route.usage.met2_pct": 1.93,
  "cts_max_path_buffers": 2,
  "cpLargestDelayFamily": "flip-flops",
  "syn_area_per_cell_sq_um": 11.3,
  "yosysUniqueCellTypes": 7,
  "grt_setup_unrepaired": "false",
  "fill_cells": 410,
  "cellLeakagePower_nw": 0.116,
  "drv_slew": 0,
  "cp_cell_sequence": "clkbuf_2",
  "totalWireLength_microns": 452,
  "finalWeightedCongestion": 0.570,
  "yosysChipArea_sq_um": 113,
  "die_h_microns": 80,
  "use_met3_pct": 2.39,
  "outcome": "finished clean",
  "holdCritPathClass": "in2async",
  "final_antenna_net_count": 0,
  "vias": 123,
  "yosys_register_bits": 3,
  "post_detailed_route_drc_marker_count": 0,
  "timing.final.hold_violations": 0,
  "crit_path_start_kind": "flop",
  "openroad.warnings": 25,
  "setup_viol": 0,
  "top_area_share_pct": 66.7,
  "detail_route.iter0.violations": 11,
  "drv.max_cap_violation_count": 0,
  "top_register_by_number_of_flip_flops": "outdata",
  "post-synth-top-area-cell": "sky130_fd_sc_hd__dfrtp_1",
  "final.period_utilization_pct": 88.4,
  "std_cell_rows": 21,
  "globalRouteMet1Util_pct": 1.59,
  "via_per_inst": 1.76,
  "largestRegisters": "outdata x3",
  "cts_inserted_buffers": 3,
  "vdd_ir_drop_max_uv": 168,
  "drt_pre_antenna_iters": 2,
  "initial_antenna_violation_count": 0,
  "final_layout_size_suffix_gt1_share_pct": 33.3,
  "top_level_ports": 10,
  "dpl_worst_slack_ns": -0.0425
}
[metal layers]
layer,vias up,share of wire [%]
li1,61,-
met3,0,16
met2,6,45
met4,0,0
met5,-,0
met1,56,39
[power by group through the flow]
| stage | Clock [mW] | Sequential (mW) | Combinational (mW) |
|---|---|---|---|
| 6_report | 0.211 | 0.129 | 0.0444 |
| 4_1_cts | 0.225 | 0.129 | 0.0482 |
| 5_1_grt | 0.246 | 0.129 | 0.0500 |
[per-stage QoR]
| step | TNS, ns | utilization, % | hold slack, ns | area (sq um) | power, mW |
|---|---|---|---|---|---|
| after floorplan | 0 | - | -0.0956 | 113 | 0.137 |
| after global placement | -0.0339 | 7.84 | 0.386 | 268 | 0.179 |
| after detailed placement | -0.0425 | 7.84 | 0.397 | 268 | 0.181 |
| after CTS | 0 | 8.61 | 0.145 | 294 | 0.402 |
| after global routing | 0 | 8.17 | 0.146 | 279 | 0.425 |
| final | 0 | 8.17 | 0.151 | 279 | 0.384 |
[worst paths after layout]
check                      startpoint    endpoint  slack [ns]  cells after the start
setup / recovery           outdata[1]       op[1]        0.12                      1
hold / removal                  rst_n  outdata[1]        0.15                      1
max in group asynchronous       rst_n  outdata[2]        0.70                      1
min in group clk0             code[4]  outdata[2]        0.55                      2
[cell type report]
type,count,area (sq um),area share (%)
Tap cell,46,57.6,20.6
Inverter,1,3.75,1.35
Multi-Input combinational cell,6,33.8,12.1
Sequential cell,3,75.1,26.9
Clock buffer,4,26.3,9.42
Timing Repair Buffer,10,82.6,29.6
[cell usage after synthesis, drive strengths merged]
cell type,count
inv,1
and3,1
nor3,1
nor2,2
nand2b,1
a21oi,1
dfrtp,3
[timing repair]
action / CTS / global route
cloned: 0 / 0
endpoints found under the setup margin: 3 / 3
buffers inserted: 0 / 0
resized: 6 / 3
hold buffers: 0 / 0
[logic make-up after synthesis]
kind of cell,after synthesis,share of synthesized area [%]
AOI/OAI and AO/OA,1,7.78
and+or+nand+nor,5,22.2
buffers and inverters,1,3.33
DFF,3,66.7
Power is estimated from default activity; no workload was simulated.
